==> design/flow/run.sh <==
#!/bin/bash
# OpenROAD 26Q1-2900-gdf79404cd8, Yosys 0.63+post, stock flow scripts
make -C /OpenROAD-flow-scripts/flow DESIGN_CONFIG=/design/flow/config.mk WORK_HOME=/design/flow/orfs finish
==> design/flow/config.mk <==
export PLATFORM = sky130hd
export DESIGN_NAME = mux4
export DESIGN_NICKNAME = mux4
export VERILOG_FILES = /design/flow/design.v
export SDC_FILE = /design/flow/constraint.sdc
export NUM_CORES = 4
export LEC_CHECK = 1
export CORE_AREA = 10 10 95 95
export DIE_AREA = 0 0 105 105
==> design/flow/constraint.sdc <==
current_design mux4

set clk_period 1.1
set clk_io_pct 0.2

create_clock -name clk0 -period $clk_period

set non_clock_inputs [all_inputs -no_clocks]
set_input_delay [expr $clk_period * $clk_io_pct] -clock clk0 $non_clock_inputs
set_output_delay [expr $clk_period * $clk_io_pct] -clock clk0 [all_outputs]
==> design/flow/design.v <==
module mux4(
  input logic [31:0] d0,d1,d2,d3,
  input logic [1:0]	 s,
  output logic [31:0] y
);
  always @(*)
    case(s)
      2'b00: y = d0;
      2'b01: y = d1;
      2'b10: y = d2;
      default: y = d3;
    endcase
endmodule
==> commit_impl_results.txt <==
Log flow metrics for this revision

- Full die area: 11,000 sq um
- The global route stage reports its total congestion overflow as 0.
* Hold violation total from the final report: 0
* Max-cap violations: 0
* Total Routing Usage GR: 11.1%
- Slack of the critical path: -257 ps
- Setup repair after global routing could not meet its margin everywhere.
* Share of cells above drive strength 1: 37.3%
* Status: complete, but fails checks
- Data required time at the worst endpoint: 880 ps
* Global-route wire length before repair: 9360 um
* Violated checks: negative setup slack
- Number of pins with negative max-slew slack in the final report: 0
- Worst voltage drop across the vdd grid: 0.153 mV
- Element type at the critical path start: primary input
- Post-CTS setup repair buffer count: 0
* Leak pwr: 0.00112 uW
- For this design, Yosys synthesis ends with a cell count of 39.
* PortBufs: 162
- Dividing the detail-routed via count by the number of cells gives 4.02.
* Unique cell types: 5
- The number of global-route vias before repair came to 1,504.
* Detailed-router iteration count before antenna repair: 4
- Among all cell types in the netlist, the one instantiated most often is sky130_fd_sc_hd__mux4_2.
* Sw Pwr: 209 uW
- The script logs the mean routed wire length per placed instance as 21.6 um.
* Sequential cell area fraction in the yosys report: 0%
- The area fraction of the largest cell type after synthesis is 82.9%.
- Cell type contributing the most total cell area after synthesis: sky130_fd_sc_hd__mux4_2
* Tightest Pin Transition: 168 ps
* Final setup fails: 32
* Yosys synthesis warning count: 1
- After detailed routing, the number of remaining DRC violations is 0.
- Max-Slew Margin vs Limit: 88.8%
- After the first detailed-routing iteration, the DRC count stood at 14.
* Largest cells by area after synthesis: sky130_fd_sc_hd__mux4_2, sky130_fd_sc_hd__buf_12, sky130_fd_sc_hd__mux4_1
- The number of antenna violations at the first check in global routing came to 2.
- Clock buffer count in the final layout: 0
* Logic gate share of total power: 100.0%
* Sequential power share: 0%
- Post-synth design cell area: 815 sq um
- Cell-internal power: 578 uW
- Init Core Util: 11.8%
- Utilization after layout: 34.5%
* Top achievable clock speed: 0.737 GHz
- The floorplan has 30 rows.
* Setup TNS: -7370 ps
- The smallest clock period supported by the final layout is computed as 1360 ps.
* Flip-flop and latch count: 0
- The switching portion of total power comes to 26.5%.
- The power report attributes to the clock group a share of 0%.
* Crit path kind: primary input to output pin
* Post-synth top cells: sky130_fd_sc_hd__mux4_2, sky130_fd_sc_hd__buf_12, sky130_fd_sc_hd__buf_2
* Count of pins on the block boundary: 162
- Pwr/cell area: 330 nW/um^2
- The core region is 6910 sq um.
- Class of the tightest hold or removal check: primary input to output pin
* Critical Path AT: 1140 ps
- Remaining number of nets flagged by the antenna check after routing: 0
* Largest net degree at the start of global routing: 14
* Critical path fanouts, max: 7
- Chip area line of the yosys report: 815 sq um
- Wirelength, routed: 6530 um
- Share of the clock period used by the worst path: 123%
- Summing over the stages, the warning tally comes to 35.
- Vias after detailed routing: 1,215
* Relative area change from synthesis to final layout: 192%
* Area of all sequential standard cells: 0 sq um
- Nature of the critical path endpoint: output pin
* Synthesized area per cell: 20.9 sq um
- The die is 105 um tall.
* Setup WS pre-CTS: -873 ps
- The synthesized instance count is 39.
* Placer congestion estimate: 0.787
- Chip Width: 105 um
[per-stage QoR]
stage	hold slack, ps	power [uW]	area, sq um	std cells
3_3_place_gp	1400	992	2530	295
4_1_cts	924	792	2340	299
6_report	918	787	2380	302
5_1_grt	935	856	2380	301
3_5_place_dp	1400	990	2530	295
2_1_floorplan	526	261	823	39
[critical path, stage by stage]
cell                     delay [ps]
sky130_fd_sc_hd__buf_16         130
sky130_fd_sc_hd__buf_4          140
sky130_fd_sc_hd__mux4_2         510
sky130_fd_sc_hd__buf_6          130
[repair_timing]
item                                    4_1_cts  5_1_grt
endpoints found under the hold margin         0        0
endpoints found under the setup margin       32       32
gates resized                               247        1
gates cloned                                  4        1
hold buffers                                  0        0
[worst paths after layout]
path	startpoint	to	slack (ps)	cells past startpoint
max	s[0]	y[31]	-260	4
min	d0[9]	y[9]	920	3
[cell usage in the layout, fill, tap and decap left out, drive strengths merged]
cell         synthesis  routed
buf                  7      43
mux4                32      32
clkbuf               0       1
diode                0       2
dlygate4sd2          0     128
[power groups by stage]
| stage | combinational, uW | clock (uW) | sequential [uW] |
|---|---|---|---|
| after CTS | 792 | 0 | 0 |
| after global routing | 856 | 0.000121 | 0 |
| final | 787 | 0.000243 | 0 |
[cell type report]
class	instances	area [sq um]
fillers	764	4520
repair buffers	172	1540
multi-input cells	32	721
well taps	96	120
diodes	2	5.00
[cells by family after synthesis]
kind of cell	count (synthesis)	share of synthesized area (%)
mux	32	89.4
buf+inv	7	10.6
[per-layer routing]
metal  wire [um]  share of wire, %  GRT usage [%]  vias up
met4          23              0.35              0        0
li1            -                 -              -      541
met1        2620                40           13.6      549
met5           0                 0              0        -
met2        2840                44           17.2      123
met3        1040                16           7.39        2
Power and IR drop assume default switching activity.
