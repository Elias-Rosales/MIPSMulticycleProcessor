==> flow/run.sh <==
#!/bin/bash
# OpenROAD 26Q1-2900-gdf79404cd8, Yosys 0.63+post, stock flow scripts
make -C /OpenROAD-flow-scripts/flow DESIGN_CONFIG=/design/flow/config.mk WORK_HOME=/design/flow/orfs finish
==> flow/config.mk <==
export PLATFORM = sky130hd
export DESIGN_NAME = ALU
export DESIGN_NICKNAME = ALU
export VERILOG_FILES = /design/flow/design.v
export SDC_FILE = /design/flow/constraint.sdc
export NUM_CORES = 4
export LEC_CHECK = 1
export CORE_UTILIZATION = 40
==> flow/constraint.sdc <==
current_design ALU

set clk_period 14.8
set clk_io_pct 0.2

create_clock -name clk0 -period $clk_period

set non_clock_inputs [all_inputs -no_clocks]
set_input_delay [expr $clk_period * $clk_io_pct] -clock clk0 $non_clock_inputs
set_output_delay [expr $clk_period * $clk_io_pct] -clock clk0 [all_outputs]
==> flow/design.v <==
module ALU(
  input 		[31:0] 	A, B,
  input			 [2:0]	ALUControl,
  output 				zero,
  output reg 	[31:0]	y);
  always_comb
    case(ALUControl)
      3'b000: y = A & B;					 
      3'b001: y = A | B;					 
      3'b010: y = A + B;					 
      3'b011: y = A + B;					 
      3'b100: y = A & ~B;					 
      3'b101: y = A | ~B;					 
      3'b110: y = A - B;					 
      default: y = (A < B) ? 32'b1: 32'b0;	 
    endcase
  assign zero = (y==32'b0) ? 1'b1:1'b0;
endmodule
==> ci_impl_report.md <==
## PnR job results

| Metric | Value |
|---|---|
| Setup TNS | `0 ps` |
| Delay-heaviest family, CP | `AND-OR/OR-AND gates` |
| Vias in the first global route | `6147` |
| CP max FO | `6` |
| Met3 wire length | `1510 µm` |
| GRT Util Overall | `28.4%` |
| Psw | `0.164 mW` |
| Post-CTS setup buffers | `0` |
| Mean post-synth cell area | `6.77 µm²` |
| Crit path kind | `input pin to primary output` |
| Worst Path Required | `11840 ps` |
| WP data arrival | `7630 ps` |
| Worst rel slew slack | `50.5%` |
| Synthesized instance count | `876` |
| Yosys warns | `1` |
| CTS resizes | `0` |
| Switching portion of total power | `57.1%` |
| Post-Place Cells | `1108` |
| Die x size | `124 µm` |
| Yosys Instances | `876` |
| Combinational share of power | `100.0%` |
| FF/Latch Area | `0 µm²` |
| Core ar. | `0.0145 mm²` |
| Antenna violations before repair | `0` |
| Register share of total power | `0%` |
| Non-Filler Instances | `1108` |
| FP Core Util | `41.0%` |
| Height of the chip | `124 µm` |
| Yosys Chip Area | `0.00593 mm²` |
| Lkg Pwr | `2.75 nW` |
| Registers | `0` |
| Antenna diodes | `0` |
| CP max-delay cell | `clkdlybuf4s50_1` |
| Seq/Total Area, Yosys | `0%` |
| Tally of OpenROAD warnings | `64` |
| Total routed wirelength | `21500 µm` |
| Post-DP HPWL | `17000 µm` |
| Critical path depth | `15` |
| PortBufs | `100` |
| Startpoint types | `input pin` |
| CP bufs+invs | `3` |
| Max-slew violation count | `0` |
| Fin crit share | `71.6%` |
| GPL Wtd Cong | `1.05` |
| Final hold violation count | `0` |
| Pin count of the biggest net entering global routing | `39` |
| Max Fclk | `94.4 MHz` |
| Unrepaired setup endpoints after global routing | `false` |
| Pwr Density | `42.6 mW/mm²` |
| Hold buffers post-CTS | `0` |
| First-pass GRT wire length | `33500 µm` |
| Total chip power | `0.288 mW` |
| Met2 wire length | `9340 µm` |
| Synth cell types | `101` |
| Clock network power share | `0%` |
| CP max stage delay | `600 ps` |
| Setup-failing EPs final | `0` |
| Setup crit end kind | `primary output` |
| DRC | `0` |
| Dominant cell area share | `13.5%` |
| Worst Hold Path Cells | `4` |
| Status | `finished, final reports clean` |
| Top cells by area | `ha_1 14%, a21oi_1 8.3%, nand2_1 4.6%, inv_1 4.4%, nor2_1 4.2%` |
| Mapped cell area | `0.00593 mm²` |
| Routed Antenna Nets | `0` |
| Vias | `6970` |
| Die Size | `0.0153 mm²` |
| Routed wire per std cell | `19.4 µm` |
| Top cell type by total area after synthesis | `ha_1` |
| Worst-margin pin slew | `741 ps` |
| Pint | `0.124 mW` |
| IO Count | `100` |
| M1 WL | `10100 µm` |
| Share of cells above drive strength 1 | `6.71%` |
| DR pass1 iterations | `5` |
| GRT overflow | `0` |
| Placement Rows | `44` |
| Synth-to-layout area growth | `14.0%` |
| Min-Delay Path Class | `input pin to primary output` |
| Max cap viols | `0` |
| Max VDD drop | `29.4 µV` |
| Minimum clock period | `10590 ps` |
| Initial DRC count | `596` |
| Vias/cell | `6.29` |
| Critical-path cell list | `clkdlybuf4s50_1 > ha_1 > inv_1 > fa_1 > nor2_2 > o311ai_4 > a2111oi_4 > o31a_4 > o221ai_2 > a2111oi_2 > o2111ai_1 > or4_1 > or4_1 > nor4_2 > clkdlybuf4s50_1` |
| CLK BUF | `0` |
| Max layer used | `met4` |
## layer usage
| metal | track usage [%] | vias to the layer above |
|---|---|---|
| met3 | 2.10 | 36 |
| met4 | 6.02 | 0 |
| met5 | 0 | - |
| met2 | 43.7 | 297 |
| li1 | - | 3414 |
| met1 | 43.1 | 3223 |
## cell type report
class | count | area (µm²)
fill | 1523 | 7720
inverter | 70 | 263
multi-input combinational | 747 | 5220
timing repair buffer | 107 | 1040
tap | 184 | 230
## per-stage QoR
step | setup WS, ps | cell area, µm² | util [%] | hold WS [ps]
after floorplan | 5830 | 5930 | - | 6030
after global placement | 4220 | 6760 | 46.7 | 7000
after detailed placement | 4220 | 6760 | 46.7 | 6970
after CTS | 4210 | 6760 | 46.7 | 6980
after global routing | 3950 | 6760 | 46.7 | 7060
final | 4210 | 6760 | 46.7 | 6970
## cells in the mapped netlist, types with 14 or more instances
cell type,instances
nand2_1,73
nor2_1,67
a21o_1,16
nand3_1,19
ha_1,64
o21bai_1,15
xor2_1,14
a21oi_1,98
nor3_1,17
nand2b_1,20
inv_1,69
o21ai_0,39
o22ai_1,26
clkbuf_1,21
## final timing paths
check           from    to
min    ALUControl[0]  y[4]
max             B[0]  zero
## power groups by stage
| stage | clock network, mW | registers [mW] | logic, mW |
|---|---|---|---|
| after CTS | 0 | 0 | 0.284 |
| after global routing | 0 | 0 | 0.314 |
| final | 0 | 0 | 0.288 |
## kinds of logic (layout without fill, tap and decap cells)
group | after synthesis | after routing | share of synthesized area [%]
and+or+nand+nor | 280 | 280 | 24.1
muxes | 9 | 9 | 1.54
AOI/OAI and AO/OA | 363 | 363 | 43.7
xor gates and xnor gates | 21 | 21 | 3.10
buffers and inverters | 129 | 177 | 12.0
adders and majority gates | 74 | 74 | 15.5
## tightest hold or removal path, cell delays in order
cell	delay, ps
buf_2	260
a21oi_1	210
o22ai_1	120
clkdlybuf4s50_1	450
## layout by cell type, fill, tap and decap left out, drive strengths merged, types with 11 or more instances in the layout
| cell type | netlist | routed |
|---|---|---|
| o21ai | 46 | 46 |
| nor2 | 70 | 70 |
| a221oi | 13 | 13 |
| clkdlybuf4s50 | 0 | 98 |
| o22ai | 26 | 26 |
| nand2 | 73 | 73 |
| inv | 70 | 70 |
| a31oi | 12 | 12 |
| a21o | 18 | 18 |
| nand4 | 11 | 11 |
| ha | 64 | 64 |
| o21bai | 16 | 16 |
| o211ai | 13 | 13 |
| a21oi | 102 | 102 |
| nor4 | 11 | 11 |
| a211oi | 11 | 11 |
| nand3 | 19 | 19 |
| xor2 | 14 | 14 |
| nand2b | 21 | 21 |
| nor3 | 17 | 17 |
| o31ai | 14 | 14 |
Power is estimated from default activity; no workload was simulated.
